==> flow/design.v <==
module Spartan6_DSP48A1_REF
 (
     input [17:0] A,B,D,BCIN,
     input [47:0] C,PCIN,
     input clk, CARRYIN,RSTA,RSTB,RSTM,RSTP,RSTC,RSTD,RSTCARRYIN,RSTOPMODE,CEA,CEB,CEM,CEP,CEC,CED,CECARRYIN,CEOPMODE,
     input [7:0] OPMODE,
     output[17:0] BCOUT,
     output[47:0] PCOUT,P,
     output[35:0] M,
     output CARRYOUT , CARRYOUTF
);
parameter A0REG =0 ;
parameter A1REG =1 ;
parameter B0REG =0 ;
parameter B1REG =1 ;
parameter CREG =1 ;
parameter DREG =1 ;
parameter MREG =1 ;
parameter PREG =1 ;
parameter CARRYINREG  =1 ;
parameter CARRYOUTREG =1 ;
parameter OPMODEREG   =1 ;
parameter CARRYINSEL  ="OPMODE5";
parameter B_INPUT = "DIRECT";
parameter RSTTYPE = "SYNC"  ;
reg [17:0] A0_reg,B0_reg,A1_reg,B1_reg,D_reg;
wire[17:0] pre_addORsub_out,mux_A0,mux_A1,mux_B0,mux_B1,mux_D,B0_input,B1_input;
reg [47:0] C_reg,P_reg;
wire[47:0]post_addORsub_out ,mux_C,output_MUX_Z , output_MUX_X;
wire[48:0] mux_P; 
wire[35:0] mux_M,M_buff,mux_carryin,mux_carryout;
reg [7:0 ] OPMODE_reg;
wire[7:0 ] mux_OPMODE;
reg CARRYIN_reg,CYO_reg;
wire ADDER_CYO,CIN;
reg [35:0] M_reg; 
wire[35:0] MULTP_out ;
generate
     if (RSTTYPE=="SYNC")
     always @ (posedge clk)begin
     if (RSTA) {A0_reg,A1_reg} <=0;
     else if (CEA) {A0_reg,A1_reg} <= {A,mux_A0};
     if (RSTB) {B0_reg,B1_reg} <=0;
     else if (CEB) {B0_reg,B1_reg} <= {B0_input,B1_input};
     if (RSTC) C_reg <=0;
     else if (CEC) C_reg <= C;
     if (RSTD) D_reg <=0;
     else if (CED) D_reg <= D;
     if (RSTOPMODE) OPMODE_reg <=0;
     else if (CEOPMODE) OPMODE_reg <= OPMODE;
     if (RSTCARRYIN) {CARRYIN_reg,CYO_reg} <=0;
     else if (CECARRYIN) {CARRYIN_reg,CYO_reg} <= {mux_carryin, ADDER_CYO};
     if (RSTM) M_reg <=0;
     else if (CEM) M_reg <= MULTP_out;
     if (RSTP) P_reg <=0;
     else if (CEP) P_reg <= post_addORsub_out;
     end
else if (RSTTYPE=="ASYNC") begin
always @(posedge clk or posedge RSTA)
     if (RSTA) {A0_reg,A1_reg} <=0;
     else if (CEA) {A0_reg,A1_reg} <= {A,mux_A0};
always @(posedge clk or posedge RSTB)
     if (RSTB) {B0_reg,B1_reg} <=0;
     else if (CEB) {B0_reg,B1_reg} <= {B0_input,B1_input};
always @(posedge clk or posedge RSTC)
     if (RSTC) C_reg <=0;
     else if (CEC) C_reg <= C;
always @(posedge clk or posedge RSTD)
     if (RSTD) D_reg <=0;
     else if (CED) D_reg <= D;
always @(posedge clk or posedge RSTOPMODE)
     if (RSTOPMODE) OPMODE_reg <=0;
     else if (CEOPMODE) OPMODE_reg <= OPMODE;
always @(posedge clk or posedge RSTCARRYIN)
     if (RSTCARRYIN) {CARRYIN_reg,CYO_reg} <=0;
     else if (CECARRYIN) {CARRYIN_reg,CYO_reg} <= {mux_carryin, ADDER_CYO};
always @(posedge clk or posedge RSTM)
     if (RSTM) M_reg <=0;
     else if (CEM) M_reg <= MULTP_out;
always @(posedge clk or posedge RSTP)
     if (RSTP) P_reg <=0;
     else if (CEP) P_reg <= post_addORsub_out;     
     end
endgenerate
 assign pre_addORsub_out = (mux_OPMODE[6])? (mux_D - mux_B0) :  (mux_D + mux_B0);
 assign {ADDER_CYO,post_addORsub_out}= (mux_OPMODE[7])? (output_MUX_Z - (output_MUX_X + CIN )) :  (output_MUX_X + output_MUX_Z + CIN) ;
 assign MULTP_out = mux_A1 * mux_B1;
 assign mux_D = (DREG)? D_reg : D ;
 assign B0_input = (B_INPUT=="DIRECT")? B : BCIN ;
 assign mux_B0= (B0REG)? B0_reg : B0_input;
 assign mux_B1= (B1REG)? B1_reg:B1_input;
 assign mux_A0= (A0REG)? A0_reg : A ;
 assign mux_A1= (A1REG)? A1_reg:mux_A0;
 assign mux_C = (CREG)? C_reg : C ;
 assign mux_OPMODE = (OPMODEREG)? OPMODE_reg : OPMODE ;
 assign B1_input = (mux_OPMODE[4])? pre_addORsub_out : mux_B0 ;
 assign mux_D = (DREG)? D_reg : D ;
 assign mux_carryin =(CARRYINSEL=="OPMODE5")? mux_OPMODE[5]:CARRYIN;
 assign CIN =(CARRYINREG)? CARRYIN_reg : mux_carryin; 
 assign mux_carryout =(CARRYOUTREG)? CYO_reg:ADDER_CYO;
 assign mux_M = (MREG)? M_reg : MULTP_out;
 assign output_MUX_X = (mux_OPMODE[1:0]==2'b00)? 0 :  (mux_OPMODE[1:0]==2'b01)? mux_M : (mux_OPMODE[1:0]==2'b10)? P : {mux_D,mux_A1,mux_B1};
 assign output_MUX_Z = (mux_OPMODE[3:2]==2'b00)? 0 :  (mux_OPMODE[3:2]==2'b01)? PCIN : (mux_OPMODE[3:2]==2'b10)? P  : mux_C;
 assign mux_P = (PREG)? P_reg:post_addORsub_out;
 assign M_buff = mux_M;
 assign P =  mux_P; 
 assign PCOUT =P ;
 assign BCOUT = mux_B1 ;
 assign M = M_buff;
 assign CARRYOUT =mux_carryout;
 assign CARRYOUTF =CARRYOUT;
endmodule
==> flow/run.sh <==
#!/bin/bash
# OpenROAD 26Q1-2900-gdf79404cd8, Yosys 0.63+post, stock flow scripts
make -C /OpenROAD-flow-scripts/flow DESIGN_CONFIG=/design/flow/config.mk WORK_HOME=/design/flow/orfs finish
==> flow/config.mk <==
export PLATFORM = sky130hd
export DESIGN_NAME = Spartan6_DSP48A1_REF
export DESIGN_NICKNAME = Spartan6_DSP48A1_REF
export VERILOG_FILES = /design/flow/design.v
export SDC_FILE = /design/flow/constraint.sdc
export NUM_CORES = 4
export LEC_CHECK = 1
export CORE_UTILIZATION = 30
==> flow/constraint.sdc <==
current_design Spartan6_DSP48A1_REF

set clk_period 15.1
set clk_io_pct 0.2

create_clock -name clk0 -period $clk_period [get_ports {clk}]

set non_clock_inputs [all_inputs -no_clocks]
set_input_delay [expr $clk_period * $clk_io_pct] -clock clk0 $non_clock_inputs
set_output_delay [expr $clk_period * $clk_io_pct] -clock clk0 [all_outputs]
==> qor.yml <==
status: "completed"
fin_hold_ws_ps: 491.2
first_pass_iters: 5
relSlewSlack_pct: 48.35
xor_share_pct: 4.452
critPathMaxStageDelay_ps: 520
power_leakage_uw: 0.01482
pin_count: 346
grt_pass1_vias: 22384
clock_sinks: 196
async_reset_ff_share_pct: 0
syn-cell-area_um2: 27150
synthSimpleGateAreaFrac_pct: 15.66
ys_ff: 196
ctsHoldBuffers: 0
place_congestion: 0.9698
yosys.area_share.adder_pct: 31.55
die_x_um: 302.8
vdd_ir_drop_max_mv: 0.1033
edf_count: 0
r2r_start: "B1_reg[3]"
crit_type: "in -> reg"
worstSetupEndpointType: "flop"
post-cts-setup-buffers: 0
finalClockSkew_ps: 18.17
grt_start_max_net_pins: 51
htreeDepth: 4
drtIter0Drc: 1217
synth_seq_share_pct: 14.45
initCoreUtil_pct: 30.48
synth.logic.top_family: "adder cells"
synth-area-yosys_um2: 27150
vias_per_cell: 4.938
netlist.area_leader.share_pct: 19.25
most_common_cell: "inv_1"
hp-start: "B1_reg[11]"
area_growth_pct: 17.21
wire_per_inst_um: 19.11
grt_pass1_wl_mm: 134.5
fmax_ghz: 0.1397
port-buffer-count: 326
powerDensity_nw_per_um2: 72.25
fp.dieH_um: 302.8
clk_pin_slew_ps: 90
clock_latency_ps: 520
dp_hpwl_mm: 69.30
cts_tree: "done"
warnings: 91
mux_share_pct: 8.798
cp_data_required_time_ps: 15480
drt_wl_total_mm: 88.18
ys_cells: 3272
drv_slew: 0
cts_root_buffer: "clkbuf_16"
critPathMaxFanout: 5
dieArea_um2: 91700
coreArea_um2: 89060
synthesis.instances: 3272
grt_setup_unrepaired: "no"
finalCritPeriodShare_pct: 47.40
worst_slew_pin_slew_ps: 772.4
drt_drc_violations_left: 0
r2r_slack_ps: 8070
synthFlopType: "dfxtp_1"
antenna_found_initial: 5
timing.rr.end: "M_reg[33]"
crit_path_cell_trace: "clkdlybuf4s50_1, mux2_2, a22o_1, ha_1, ha_1, a211oi_1, o21bai_1, a211oi_1, o21ai_1, o21ai_1, o21ai_0, a221oi_1, o21ai_0, a21oi_1, xor2_1, a221oi_1"
synthTopCellsByArea: "fa_1, dfxtp_1, ha_1"
cts_resized: 0
hold_class: "reg -> reg"
holdPathStages: 2
top_area_cell: "fa_1"
worstPathArrival_ps: 7540
drv_cap: 0
track_usage_pct: 19.98
ys_types: 83
postSynthAreaPerCell_um2: 8.297
netlist_top_cells_count: "inv_1, nor2_1, nand2_1"
fin_crit_ps: 7157
rows: 109
post_route_cells_drive_above_1_share_pct: 5.858
antenna_left: 0
whs_endpoint: "B1_reg[11]"
slowest_stage: "o21ai_1"
grt.overflow.total: 0
fin_tns_setup_ps: 0
setup_violations: 0
start_kind: "primary input"
hold_violations: 0
vias: 22790
r2r_cells: 22
numCtsBuffers: 17
clock_path_buffers: 2
synth-compound-area-share_pct: 14.94
yosys_warnings: 1
metrics by stage:
stage | util [%] | std cells | instance area (µm²) | power [µW] | worst slack [ps]
2_1_floorplan | - | 3272 | 27150 | 1402 | 8559
3_3_place_gp | 35.03 | 4581 | 31190 | 1800 | 7512
3_5_place_dp | 35.03 | 4581 | 31190 | 1802 | 7530
6_report | 35.73 | 4615 | 31820 | 2299 | 7943
4_1_cts | 35.72 | 4613 | 31810 | 2324 | 8079
5_1_grt | 35.73 | 4615 | 31820 | 2480 | 7756
routing by layer:
layer	global-route usage, %	wire length (µm)
met1	29.00	40750
met2	29.63	37860
met3	6.057	7007
met4	4.618	2472
met5	0.6211	94
critical path: cells and delay by family:
kind | cells | cell delay [ps]
AND-OR/OR-AND | 11 | 2850
multiplexers | 1 | 260
buffers and inverters | 1 | 400
adder cells (fa/ha/maj) | 2 | 750
XOR/XNOR | 1 | 250
cell families (layout without fill, tap and decap cells):
logic type | after synthesis | count (layout)
AND-OR/OR-AND | 576 | 576
AND/OR/NAND/NOR | 923 | 923
adder cells (fa/ha/maj) | 528 | 528
multiplexers | 228 | 228
flip-flops | 196 | 196
XOR/XNOR | 138 | 138
other | 0 | 2
buffers and inverters | 683 | 859
cell usage in the layout (no fill, tap or decap), types with 88 or more instances in the layout:
master / synthesis / final
a21oi_1: 138 / 138
and2_1: 146 / 146
clkdlybuf4s50_1: 0 / 320
dfxtp_1: 196 / 191
fa_1: 261 / 261
ha_1: 267 / 267
inv_1: 445 / 445
mux2i_1: 146 / 146
nand2_1: 290 / 290
nor2_1: 304 / 304
xnor2_1: 88 / 88
worst max path at each step:
stage,from,end,slack (ps),cells past startpoint
global route,B1_reg[3],M_reg[33],7760,22
CTS,PCIN[6],P_reg[36],8080,16
finish,PCIN[6],P_reg[36],7940,16
cell type report:
class                      instances  area, µm²
sequential                       196       3930
fill                            9209      57240
multi-input combinational       2393      20480
timing repair buffer             382       3656
clock buffer                      17      425.4
inverter                         445       1670
clock inverter                    15      195.2
antenna                            2      5.005
tap                             1165       1458
where the power goes:
group	internal, µW	total [µW]	leakage [µW]	switching (µW)
Clock	229	504	0.000301	275
Combinational	525	1170	0.0129	645
Sequential	562	624	0.00162	62.3
Power and IR drop assume default switching activity.
