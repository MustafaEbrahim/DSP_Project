==> ./run.sh <==
#!/bin/bash
# OpenROAD 26Q1-2900-gdf79404cd8, Yosys 0.63+post, stock flow scripts
make -C /OpenROAD-flow-scripts/flow DESIGN_CONFIG=/design/flow/config.mk WORK_HOME=/design/flow/orfs finish
==> ./config.mk <==
export PLATFORM = sky130hd
export DESIGN_NAME = Spartan6_DSP48A1_DUT
export DESIGN_NICKNAME = Spartan6_DSP48A1_DUT
export VERILOG_FILES = /design/flow/design.v
export SDC_FILE = /design/flow/constraint.sdc
export NUM_CORES = 4
export LEC_CHECK = 1
export CORE_UTILIZATION = 50
==> ./constraint.sdc <==
current_design Spartan6_DSP48A1_DUT

set clk_period 13.0
set clk_io_pct 0.2

create_clock -name clk0 -period $clk_period [get_ports {CLK}]

set non_clock_inputs [all_inputs -no_clocks]
set_input_delay [expr $clk_period * $clk_io_pct] -clock clk0 $non_clock_inputs
set_output_delay [expr $clk_period * $clk_io_pct] -clock clk0 [all_outputs]
==> ./design.v <==
module Spartan6_DSP48A1_DUT(A, B, D, C, CLK, CARRYIN, 
OPMODE, BCIN, RSTA, RSTB, RSTM, RSTP, RSTC, RSTD, RSTCARRYIN, RSTOPMODE, 
CEA, CEB, CEM, CEP, CEC, CED, CECARRYIN, CEOPMODE, PCIN,
BCOUT, PCOUT, P, M, CARRYOUT, CARRYOUTF);
parameter A0REG = 0;
parameter A1REG = 1;
parameter B0REG = 0;
parameter B1REG = 1;
parameter CREG = 1;
parameter DREG = 1;
parameter MREG = 1;
parameter PREG = 1;
parameter CARRYINREG = 1;
parameter CARRYOUTREG = 1;
parameter OPMODEREG = 1;
parameter CARRYINSEL = "OPMODE5";
parameter B_INPUT = "DIRECT";
parameter RSTTYPE = "SYNC";
input [17:0] A, B, D;
input [47:0] C;
input CLK, CARRYIN;
input [7:0] OPMODE;
input [17:0] BCIN;
input RSTA, RSTB, RSTM, RSTP, RSTC, RSTD, RSTCARRYIN, RSTOPMODE;
input CEA, CEB, CEM, CEP, CEC, CED, CECARRYIN, CEOPMODE;
input [47:0] PCIN;
output [17:0] BCOUT;
output [47:0] PCOUT, P;
output [35:0] M;
output CARRYOUT, CARRYOUTF;
reg [17:0] A0_REG, A1_REG, B0_REG, B1_REG, D_REG;
wire [17:0] mux_A0_out, mux_A1_out, mux_B0_out, mux_B1_out, mux_D_out, Pre_Adder_out, mux_Pre_Adder_out;
reg [17:0] B_input_out;
reg [47:0] C_REG;
wire [47:0] mux_C_out, D_A_B_Concatenation;
reg [7:0] OPMODE_REG;
wire [7:0] mux_OPMODE_out;
reg [35:0] M_REG;
wire [35:0] multiplier_out, mux_multiplier_out;
reg [47:0] mux_X_out, mux_Z_out;
wire Post_Adder_CIN;
reg mux_CARRYINSEL_out, CYI_REG, CYO_REG;
wire [47:0] Post_Adder_out;
reg [47:0] P_REG;
wire Post_Adder_CO;
generate
	if (RSTTYPE == "SYNC") begin
		always @(posedge CLK) begin
			if (RSTA) begin
				A0_REG <= 0;
				A1_REG <=0;
			end
			else if (CEA) begin
				A0_REG <= A;
				A1_REG <= mux_A0_out;
			end
		end
		always @(posedge CLK) begin
			if (RSTB) begin
				B0_REG <= 0;
				B1_REG <=0;
			end
			else if (CEB) begin
				B0_REG <= B_input_out;
				B1_REG <= mux_Pre_Adder_out;
			end
		end
		always @(posedge CLK) begin
			if (RSTC) begin
				C_REG <= 0;
			end
			else if (CEC) begin
				C_REG <= C;
			end
		end
		always @(posedge CLK) begin
			if (RSTD) begin
				D_REG <= 0;
			end
			else if (CEC) begin
				D_REG <= D;
			end
		end
		always @(posedge CLK) begin
			if (RSTOPMODE) begin
				OPMODE_REG <= 0;
			end
			else if (CEOPMODE) begin
				OPMODE_REG <= OPMODE;
			end
		end
		always @(posedge CLK) begin
			if (RSTC) begin
				C_REG <= 0;
			end
			else if (CEC) begin
				C_REG <= C;
			end
		end
		always @(posedge CLK) begin
			if (RSTM) begin
				M_REG <= 0;
			end
			else if (CEM) begin
				M_REG <= multiplier_out;
			end
		end
		always @(posedge CLK) begin
			if (RSTCARRYIN) begin
				CYI_REG <= 0;
				CYO_REG <= 0;
			end
			else if (CECARRYIN) begin
				CYI_REG <= mux_CARRYINSEL_out;
				CYO_REG <= Post_Adder_CO;
			end
		end
		always @(posedge CLK) begin
			if (RSTP) begin
				P_REG <= 0;
			end
			else if (CEP) begin
				P_REG <= Post_Adder_out;
			end
		end
	end
	else if (RSTTYPE == "ASYNC") begin
		always @(posedge CLK or posedge RSTA) begin
			if (RSTA) begin
				A0_REG <= 0;
				A1_REG <=0;
			end
			else if (CEA) begin
				A0_REG <= A;
				A1_REG <= mux_A0_out;
			end
		end
		always @(posedge CLK or posedge RSTB) begin
			if (RSTB) begin
				B0_REG <= 0;
				B1_REG <=0;
			end
			else if (CEB) begin
				B0_REG <= B_input_out;
				B1_REG <= mux_Pre_Adder_out;
			end
		end
		always @(posedge CLK or posedge RSTC) begin
			if (RSTC) begin
				C_REG <= 0;
			end
			else if (CEC) begin
				C_REG <= C;
			end
		end
		always @(posedge CLK or posedge RSTD) begin
			if (RSTD) begin
				D_REG <= 0;
			end
			else if (CEC) begin
				D_REG <= D;
			end
		end
		always @(posedge CLK or posedge RSTOPMODE) begin
			if (RSTOPMODE) begin
				OPMODE_REG <= 0;
			end
			else if (CEOPMODE) begin
				OPMODE_REG <= OPMODE;
			end
		end
		always @(posedge CLK or posedge RSTC) begin
			if (RSTC) begin
				C_REG <= 0;
			end
			else if (CEC) begin
				C_REG <= C;
			end
		end
		always @(posedge CLK or posedge RSTM) begin
			if (RSTM) begin
				M_REG <= 0;
			end
			else if (CEM) begin
				M_REG <= multiplier_out;
			end
		end
		always @(posedge CLK or posedge RSTCARRYIN) begin
			if (RSTCARRYIN) begin
				CYI_REG <= 0;
				CYO_REG <= 0;
			end
			else if (CECARRYIN) begin
				CYI_REG <= mux_CARRYINSEL_out;
				CYO_REG <= Post_Adder_CO;
			end
		end
		always @(posedge CLK or posedge RSTP) begin
			if (RSTP) begin
				P_REG <= 0;
			end
			else if (CEP) begin
				P_REG <= Post_Adder_out;
			end
		end
	end
endgenerate
assign mux_A0_out = (A0REG)? A0_REG : A;
assign mux_A1_out = (A1REG)? A1_REG : mux_A0_out;
assign mux_C_out = (CREG)? C_REG : C;
assign mux_D_out = (DREG)? D_REG : D;
always @(*) begin
	if (B_INPUT == "DIRECT") begin
		B_input_out = B;
	end
	else if (B_INPUT == "CASCADE") begin
		B_input_out = BCIN;
	end
	else begin
		B_input_out = 0;
	end
end
assign mux_B0_out = (B0REG)? B0_REG : B_input_out;
assign mux_B1_out = (B1REG)? B1_REG : mux_Pre_Adder_out;
assign Pre_Adder_out = (mux_OPMODE_out[6])? (mux_D_out - mux_B0_out) : (mux_D_out + mux_B0_out);
assign mux_Pre_Adder_out = (mux_OPMODE_out[4])? Pre_Adder_out : mux_B0_out;
assign mux_OPMODE_out = (OPMODEREG)? OPMODE_REG : OPMODE;
assign BCOUT = mux_B1_out;
assign D_A_B_Concatenation = {mux_D_out,mux_A1_out,mux_B1_out};
assign multiplier_out = mux_B1_out * mux_A1_out;
assign mux_multiplier_out = (MREG)? M_REG : multiplier_out;
assign M = ~(~mux_multiplier_out);
always @(*) begin
	case(mux_OPMODE_out[1:0])
	    0: mux_X_out = 0;
	    1: mux_X_out = mux_multiplier_out;
	    2: mux_X_out = P;   
	    3: mux_X_out = D_A_B_Concatenation;
	endcase
end
always @(*) begin
	case(mux_OPMODE_out[3:2])
	    0: mux_Z_out = 0;
	    1: mux_Z_out = PCIN;
	    2: mux_Z_out = P;   
	    3: mux_Z_out = mux_C_out;
	endcase
end
always @(*) begin
	if (CARRYINSEL == "OPMODE5") begin
		mux_CARRYINSEL_out = mux_OPMODE_out[5];
	end
	else if (CARRYINSEL == "CARRYIN") begin
		mux_CARRYINSEL_out = CARRYIN;
	end
	else begin
		mux_CARRYINSEL_out = 0;
	end
end
assign Post_Adder_CIN = (CARRYINREG)? CYI_REG : mux_CARRYINSEL_out;
assign {Post_Adder_CO , Post_Adder_out} = (mux_OPMODE_out[7])? (mux_Z_out - (mux_X_out + Post_Adder_CIN)) : (mux_Z_out + mux_X_out + Post_Adder_CIN);
assign P = (PREG)? P_REG : Post_Adder_out;
assign PCOUT = P;
assign CARRYOUT = (CARRYOUTREG)? CYO_REG : Post_Adder_CO;
assign CARRYOUTF = CARRYOUT;
endmodule
==> summary.txt <==
Quick summary of the implementation run below.

The switching share of total power is 0.423. The total net switching power came out at 0.00112 W. The largest clock skew in the final design came out at 22.6 ps. The worst slack after detailed placement is 5670 ps. The initialized floorplan defines 85 standard-cell rows.

The category of the most critical setup path is reg2reg. For reference, the clock transition at the flip-flops on the worst setup and hold paths is 80 ps. The proportion of layout cells with a drive suffix above 1 came out at 0.0606. Per the repair_timing log after CTS, setup buffers inserted total 0. The area of the core came out at 0.0540 mm². The first global-routing pass estimated 133 mm of wire.

The aggregate global routing overflow came out at 0. The number of clock sinks is 196. The number of pins with negative max-slew slack in the final report is 0. The core occupancy in the finished layout is 0.580. Per the hold report, the tightest min-delay path originates at M_REG[35]. The share of the clock period used by the worst path after layout is 0.564.

The synthesized chip area reported by yosys came out at 0.0274 mm². For this run, the leading register cell type out of synthesis is dfxtp_1. The top cell type in the final layout, fill and taps aside, is inv_1. The worst setup path is launched from a flop. The synthesized flop and latch total is 196. Fill cells in the final layout number 4,879. The number of top-level design ports is 346. The full die area is 0.0557 mm². The clock tree from TritonCTS is built. The length in cells of the worst reg-to-reg path came out at 23. Per the OpenROAD power report, leakage power amounts to 14.9 nW. The arrival time of data at the critical path endpoint is 7740 ps. The detailed-route DRC error count is 0. The element type at the critical path end is a flop.

The count of library flops with an enable pin came out at 0. The number of failing setup endpoints in the final timing report is 0. The report lists the number of cells resized after CTS as 0. For the pin with the worst max-slew slack, the measured transition is 860 ps. The total internal power came out at 0.00153 W. The yosys cell count is 3,274. The iteration count recorded for the first detailed-route pass is 5. The initial antenna violation count came out at 0.

The total of hold buffers inserted after clock tree synthesis came out at 0. In the routed layout, each cell is associated on average with a via count of 5.61. The run finished with clean final reports. The maximum clock rate is 136 MHz. In the final report, the number of hold violations comes to 0. For this run, the total global-route usage over all layers was measured as 0.321. The number of warnings issued by yosys is 49.

The overall via count from detail_route came out at 23,200. In the final routed layout, each cell accounts on average for 20.4 µm. OpenSTA lists the critical path startpoint as B1_REG[13]. The min-delay analysis places its worst path in the category reg2reg. The initial DRC count came out at 1,234.

The final RePlAce weighted congestion is 0.969. The worst setup margin came out at 5660 ps. The number of routed nets with antenna violations came out at 0. Between the synthesized netlist and the finished layout, the area growth was recorded as 14.3%. From left edge to right edge, the die measures 236 µm. The initial core utilization is 0.507. The gate count of the mapped netlist came out at 3,274.

The power density relative to cell area is 84.8 mW/mm². Setup repair after global routing left no endpoint under its margin. The largest fanout on the critical path is 14. The reg-to-reg startpoint is B1_REG[13]. In the layout the commonest cells are 440 x inv_1, 320 x clkdlybuf4s50_1, 267 x ha_1.

The clock network latency to the later pin of the worst-skew pair came out at 520 ps. The count of cell types in the netlist came out at 82. The HPWL after detailed placement came out at 65.1 mm.

The height of the die is 236 µm. The portion of total power attributed to the clock network came out at 0.215. The root buffer cell chosen for the clock tree is clkbuf_16.

The total number of warnings across the stage logs came out at 92. The power report attributes to the combinational group a share of 0.512. The average instance area after synthesis came out at 8.37 µm².

The port buffer count is 325. The synthesized netlist occupies a cell area of 0.0274 mm². Of the total power, registers draw 0.273. The sum of routed wire length over all layers is 84.2 mm. The maximum VDD drop is 0.106 mV. The number of CTS-inserted buffers came out at 17.

The accumulated negative setup slack came out at 0 ps. Per Yosys stat, the portion of area used by sequential elements is 0.143. The H-tree was split into 4 levels. The fraction of registers with async set or reset after synthesis came out at 0. The critical path data required time came out at 13,400 ps. The normalized max-slew margin came out at 0.425. The worst hold path passes through 2 cells. The number of global-route vias before repair came out at 23,400.

The number of diodes added for antenna fixing came out at 0. Per the CTS log, the buffer count on the longest clock path is 2. The max-capacitance violation count came out at 0. The pin count of the biggest net entering global routing came out at 56. The final period demand of the worst path came out at 7340 ps.
-- flip-flops by register name, indices dropped and copies added, names as in the netlist --
| name | count |
|---|---|
| A1_REG | 18 |
| C_REG | 48 |
| B1_REG | 18 |
| CYO_REG | 1 |
| OPMODE_REG | 8 |
| CYI_REG | 1 |
| P_REG | 48 |
| D_REG | 18 |
| M_REG | 36 |
-- cells in the mapped netlist (all sizes together) (10+ instances only) --
cell / n / share of area
a21o: 77 / 0.021
a2111oi: 12 / 0.0043
buf: 93 / 0.022
or3: 12 / 0.0027
o21a: 15 / 0.0041
and3: 17 / 0.0039
mux2i: 152 / 0.056
a31oi: 28 / 0.0069
a21oi: 142 / 0.026
inv: 440 / 0.060
dfxtp: 196 / 0.14
nor2: 260 / 0.036
a221oi: 10 / 0.0032
ha: 267 / 0.12
a211oi: 48 / 0.014
xor2: 39 / 0.012
and2: 146 / 0.033
xnor2: 96 / 0.031
nand2: 264 / 0.036
o211ai: 15 / 0.0041
a22oi: 19 / 0.0052
o21bai: 22 / 0.0060
fa: 261 / 0.19
clkbuf: 160 / 0.022
nor2b: 34 / 0.0080
nand3: 26 / 0.0047
nand2b: 32 / 0.0073
o21ai: 85 / 0.016
a22o: 68 / 0.022
nor3: 37 / 0.0068
mux2: 86 / 0.035
-- metal layers --
layer | GRT usage | vias to the layer above | share of wire
li1 | - | 11100 | -
met1 | 0.463 | 11100 | 0.44
met2 | 0.503 | 843 | 0.45
met3 | 0.0809 | 95 | 0.075
met4 | 0.0675 | 0 | 0.027
met5 | 0 | - | 0
-- critical path, cell delays in order (launching register included) --
cell	delay [ps]
dfxtp_1	560
buf_4	360
nand2_1	120
fa_1	500
fa_1	560
fa_1	530
inv_1	60
fa_1	460
fa_1	510
inv_1	50
fa_1	470
inv_1	40
ha_1	340
a21o_1	200
a21o_1	170
a21o_1	180
a21o_1	190
a2111oi_0	470
a21oi_1	280
a21bo_2	310
a21bo_2	230
a41oi_1	280
nor4b_1	80
a211o_1	280
-- power groups by stage --
| stage | sequential [W] | clock [W] | combinational [W] |
|---|---|---|---|
| CTS | 0.000726 | 0.000588 | 0.00136 |
| finish | 0.000726 | 0.000571 | 0.00136 |
| global route | 0.000733 | 0.000605 | 0.00151 |
-- worst paths after layout --
path | to | slack [ps]
setup / recovery | M_REG[33] | 5660
hold reg to reg | M_REG[35] | 480
setup reg to reg | M_REG[33] | 5660
hold / removal | M_REG[35] | 480
-- metrics by stage --
step,cells,cell area [µm²],power (W),hold slack [ps]
after floorplan,3274,27400,0.00164,423
after global placement,4095,30700,0.00208,467
after detailed placement,4095,30700,0.00209,466
after CTS,4127,31300,0.00267,482
after global routing,4127,31300,0.00285,509
final,4127,31300,0.00266,478
-- area by class of cell --
type | instances | area [µm²] | area share
timing repair buffer | 378 | 3630 | 0.116
tap | 696 | 871 | 0.0278
inverter | 440 | 1650 | 0.0527
clock inverter | 15 | 186 | 0.00595
clock buffer | 17 | 425 | 0.0136
multi-input combinational | 2385 | 20600 | 0.659
sequential | 196 | 3930 | 0.125
-- cell families (layout without fill, tap and decap cells) --
kind of cell | after synthesis | after routing | share of synthesized area
xor+xnor | 135 | 135 | 0.0432
fa+ha+maj | 528 | 528 | 0.313
simple gates | 880 | 880 | 0.153
compound gates | 604 | 604 | 0.153
flops | 196 | 196 | 0.143
mux | 238 | 238 | 0.0910
buf+inv | 693 | 850 | 0.104
No activity file was given, so power comes from the tool's default toggle rates.
